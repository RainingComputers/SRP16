## design/flow/design.v

```verilog
module gpio(din, read, write, id, clk, dout, 
    gpio_pin1);
    input [15:0] din;
    input [5:0] id;
    input read, write, clk;
    output [15:0] dout;
    output gpio_pin1;
    reg [7:0] R[4:0];
    assign dout = (read && id[5])? {8'h00, R[id[4:0]]} : 16'hzzzz;
    assign gpio_pin1 = R[0][0];
    always @ (posedge clk) 
    begin
        if(write && id[5])
            R[id[4:0]] <= din[7:0];
    end    
endmodule
```

## design/flow/run.sh

```bash
#!/bin/bash
# OpenROAD 26Q1-2900-gdf79404cd8, Yosys 0.63+post, stock flow scripts
make -C /OpenROAD-flow-scripts/flow DESIGN_CONFIG=/design/flow/config.mk WORK_HOME=/design/flow/orfs finish
```

## design/flow/config.mk

```make
export PLATFORM = sky130hd
export DESIGN_NAME = gpio
export DESIGN_NICKNAME = gpio
export VERILOG_FILES = /design/flow/design.v
export SDC_FILE = /design/flow/constraint.sdc
export NUM_CORES = 4
export LEC_CHECK = 1
export CORE_AREA = 10 10 103 103
export DIE_AREA = 0 0 113 113
```

## design/flow/constraint.sdc

```tcl
current_design gpio

set clk_period 2.0
set clk_io_pct 0.2

create_clock -name clk0 -period $clk_period [get_ports {clk}]

set non_clock_inputs [all_inputs -no_clocks]
set_input_delay [expr $clk_period * $clk_io_pct] -clock clk0 $non_clock_inputs
set_output_delay [expr $clk_period * $clk_io_pct] -clock clk0 [all_outputs]
```

==> summary.txt <==
Notes on the flow run.

- The flow ran to the end, and the final reports show no timing, DRC or antenna violations.
- Per the detail_route log, met2 wirelength is 1750 um.
- For this block, the via count after detailed routing is 943.
- For this block, the routed nets add up to 3560 um of wire.
- Hold is met by 779 ps.
- The time the worst path needs with I/O delays and setup is 1940 ps, for reference.
- Measured along the y axis, the die boundary spans 113 um.
- The residual overflow from global routing is 0, for reference.
- The TritonCTS clock tree is built, for reference.
- The remaining antenna violation count is 0, for reference.
- For this run, the register share of the synthesized area comes to 68.5%.
- The max-slew violation total from the final report is 0, for reference.
- The number of placement rows is 33, for reference.
- The final critical path takes up 96.9% of the cycle.
- The combinational share of power is 10.9%, for reference.
- During placement, the flow inserted port buffers numbering 22.
- After detailed routing, the number of vias per cell comes to 3.76.
- The number of warnings reported in the stage logs is 36.
- The initial antenna violation count is 0, for reference.
- The count of cell types in the netlist is 17, for reference.
- After synthesis, the largest area contributor takes up 68.5% of total cell area.
- Summing all placed instances gives a cell area of 2150 um^2.
- The internal portion of the total power is 1.29 mW.
- The count of routing violations after the opening detailed-route iteration is 48, for reference.
- The total number of yosys warnings is 2, for reference.
- The number of global-route vias before repair is 1002, for reference.
- The worst vdd rail ir drop is 0.547 mV, for reference.
- The data arrival time of the critical path is 1540 ps, for reference.
- Clock tree synthesis inserted a total of 5 buffers.
- The number of levels the H-tree was split into is 2, for reference.
- The clock sink count is 40, for reference.
- The final instance area is 2330 um^2, for reference.
- The type of the most critical hold path is primary input to flop, for reference.
- The synthesized area per cell is 17.0 um^2, for reference.
- The repair_antennas step left the layout with diodes totalling 0.
- The critical path launch point type is a primary input, for reference.
- The end-of-flow timing check tallies setup violations at 0.
- In this build the clock could be raised as far as 0.516 GHz.
- The total track usage is 5.62%, for reference.
- The pre-CTS setup slack is -489 ps, for reference.
- The power report attributes to the sequential group a share of 58.8%.
- The leakage power figure is 0.874 nW, for reference.
- The total core area is 8300 um^2, for reference.
- The data required time at the worst endpoint is 1600 ps, for reference.
- Looking at the clock tree report, the root buffer type is sky130_fd_sc_hd__clkbuf_8.
- Setup repair after global routing left no endpoint under its margin.
- For this design the top-level I/O count stands at 42.
- The areal power density over the cells is 686 nW/um^2, for reference.
- The routed length on met1 is 1530 um, for reference.
- The floorplan-stage core utilization is 21.1%, for reference.
- TritonRoute reported its final design rule violation total as 0.
- After synthesis, the design contains 103 cells according to Yosys.
- The number of flip-flops in the largest register is 40, for reference.
- The placer's final routability congestion estimate is 0.733, for reference.
- The accumulated negative setup slack is 0 ps, for reference.
- The category of the worst setup path capture point is an output pin, for reference.
- The total standard cell area after synthesis is 1750 um^2, for reference.
- The path type of the worst setup path is primary input to output pin, for reference.
- The switching component of the power was reported as 0.315 mW.
- The highest metal layer with signal wires is met4, for reference.
- In this run the full chip footprint comes out at 12800 um^2.
- The proportion of power drawn by the clock network is 30.3%, for reference.
- The share of total power consumed by net switching is 19.6%, for reference.
- The pin count of the biggest net entering global routing is 12, for reference.
- No sink is reached through more buffers than the 2 on the longest clock path.
- The number of synthesized register bits is 40, for reference.
- Between the synthesized netlist and the finished layout, the area growth was recorded as 33.1%.
- The sum of met3 wire segment lengths after detailed routing is 223 um, for reference.
- The clock-pin transition on the worst setup and hold timing paths is 70 ps, for reference.
- Buffers inserted to repair hold after CTS numbered 0.
- Sorting the synthesized cells by area gives the leading types as sky130_fd_sc_hd__edfxtp_1 68%, sky130_fd_sc_hd__mux2_4 6.8%, sky130_fd_sc_hd__o22ai_2 5.7%.
- The minimum setup slack in the final design is 61.8 ps, for reference.
- The share of final-layout standard cells stronger than drive strength 1 is 37.0%, for reference.
- The run reported a max-capacitance violation count of 0.
- Post-synthesis, Yosys gives the total cell area as 1750 um^2.
- The die width is 113 um, for reference.
- The sum of net half-perimeters after detailed placement is 2420 um, for reference.
- The first global-routing pass estimated 5610 um of wire.
- The largest area contributor in the synthesized netlist is sky130_fd_sc_hd__edfxtp_1, for reference.
- The largest fanout on the critical path is 6, for reference.
- The synthesized netlist handed to floorplanning was reported with a cell count of 103.
- The detail-routed net length per standard cell is 14.2 um, for reference.
- For reference, the final report shows the hold violation count at 0.
- The number of iterations in the first detailed-routing pass is 4, for reference.
-- worst max-delay path: stages --
cell and delay, ps:
sky130_fd_sc_hd__dlygate4sd2_1 260, sky130_fd_sc_hd__or2_4 270, sky130_fd_sc_hd__buf_12 150, sky130_fd_sc_hd__o22ai_2 160, sky130_fd_sc_hd__a21oi_1 60, sky130_fd_sc_hd__dlygate4sd2_1 240
-- final cells by class --
class	instances	area [um^2]
Multi-Input combinational cell	49	458
Clock buffer	7	76.3
Sequential cell	40	1200
Timing Repair Buffer	41	434
Tap cell	105	131
Inverter	8	30.0
Clock inverter	1	3.75
Fill cell	827	5960
-- cells in the mapped netlist --
master,n
sky130_fd_sc_hd__edfxtp_1,40
sky130_fd_sc_hd__buf_4,9
sky130_fd_sc_hd__a21oi_1,8
sky130_fd_sc_hd__inv_1,8
sky130_fd_sc_hd__mux2_2,8
sky130_fd_sc_hd__mux2_4,8
sky130_fd_sc_hd__o22ai_2,8
sky130_fd_sc_hd__nor2_1,4
sky130_fd_sc_hd__buf_2,2
sky130_fd_sc_hd__buf_12,1
sky130_fd_sc_hd__buf_6,1
sky130_fd_sc_hd__conb_1,1
sky130_fd_sc_hd__nand2b_1,1
sky130_fd_sc_hd__nand3_1,1
sky130_fd_sc_hd__nand3b_4,1
sky130_fd_sc_hd__nor3b_1,1
sky130_fd_sc_hd__or2_2,1
-- path summary, 6_finish.rpt --
check	cells after the start	from	slack (ps)	end
max	6	id[2]	60	dout[1]
min	1	din[6]	780	R[4][6]
-- logic make-up after synthesis --
logic type	count (synthesis)	share of synthesized area, %
other	1	0.214
multiplexers	16	12.0
AND/OR/NAND/NOR	9	3.42
AND-OR/OR-AND	16	7.99
buffers and inverters	21	7.92
flip-flops	40	68.5
-- per-stage QoR --
stage                     std cells  utilization, %  total power, mW
final                           251            28.1             1.60
after global routing            251            28.1             1.68
after CTS                       251            28.1             1.62
after detailed placement        238            25.9             1.12
after global placement          238            25.9             1.12
after floorplan                 110               -             1.04
-- cell usage in the layout (no fill, tap or decap) --
cell,n
sky130_fd_sc_hd__inv_1,8
sky130_fd_sc_hd__buf_12,3
sky130_fd_sc_hd__nand3_1,1
sky130_fd_sc_hd__nor2_1,4
sky130_fd_sc_hd__o22ai_2,8
sky130_fd_sc_hd__mux2_2,8
sky130_fd_sc_hd__a21oi_2,2
sky130_fd_sc_hd__buf_16,1
sky130_fd_sc_hd__a21oi_1,6
sky130_fd_sc_hd__clkinv_1,1
sky130_fd_sc_hd__clkbuf_8,5
sky130_fd_sc_hd__clkdlybuf4s50_1,11
sky130_fd_sc_hd__buf_6,1
sky130_fd_sc_hd__nand3b_4,1
sky130_fd_sc_hd__nand2b_4,1
sky130_fd_sc_hd__buf_4,13
sky130_fd_sc_hd__or2_4,1
sky130_fd_sc_hd__mux2_4,8
sky130_fd_sc_hd__nor3b_1,1
sky130_fd_sc_hd__clkbuf_1,2
sky130_fd_sc_hd__dlygate4sd2_1,10
sky130_fd_sc_hd__clkbuf_4,1
sky130_fd_sc_hd__edfxtp_1,40
sky130_fd_sc_hd__bufbuf_16,1
sky130_fd_sc_hd__conb_1,8
-- per-layer routing --
metal | up-vias | global-route usage [%]
li1 | 448 | -
met5 | - | 0
met2 | 28 | 9.29
met4 | 0 | 0.761
met3 | 7 | 1.92
met1 | 460 | 7.18
-- power groups by stage --
stage	Sequential [mW]	Combinational, mW	Clock [mW]
finish	0.942	0.175	0.485
global route	0.943	0.190	0.543
CTS	0.942	0.178	0.498
-- repair_timing --
item                                    in CTS  in global routing
resized                                     21                  1
cloned                                       2                  0
setup buffers                                3                  0
endpoints found under the setup margin       8                  1
pin swaps                                    1                  1
Power and IR drop assume default switching activity.
